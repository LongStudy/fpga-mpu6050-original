[flow/run.sh]
#!/bin/bash
# OpenROAD 26Q1-2900-gdf79404cd8, Yosys 0.63+post, stock flow scripts
make -C /OpenROAD-flow-scripts/flow DESIGN_CONFIG=/design/flow/config.mk WORK_HOME=/design/flow/orfs finish
[flow/config.mk]
export PLATFORM = sky130hd
export DESIGN_NAME = mpu6050
export DESIGN_NICKNAME = mpu6050
export VERILOG_FILES = /design/flow/design.v
export SDC_FILE = /design/flow/constraint.sdc
export NUM_CORES = 4
export LEC_CHECK = 1
export CORE_UTILIZATION = 30
[flow/constraint.sdc]
current_design mpu6050

set clk_period 4.6
set clk_io_pct 0.2

create_clock -name clk0 -period $clk_period [get_ports {clk}]

set non_clock_inputs [all_inputs -no_clocks]
set_input_delay [expr $clk_period * $clk_io_pct] -clock clk0 $non_clock_inputs
set_output_delay [expr $clk_period * $clk_io_pct] -clock clk0 [all_outputs]
[flow/design.v]
module mpu6050(
    clk,  
    scl,  
    sda,  
    rst_n,  
	 ACC_X, 
	 ACC_Y, 
	 ACC_Z, 
	 GYRO_X, 
	 GYRO_Y, 
	 GYRO_Z, 
    );  
input clk,rst_n;  
output scl;  
inout sda;  
reg [2:0]cnt; 
reg [8:0]cnt_sum; 
reg scl_r; 
reg [19:0]cnt_10ms;  
output [15:0] ACC_X; 
output [15:0] ACC_Y; 
output [15:0] ACC_Z; 
output [15:0] GYRO_X; 
output [15:0] GYRO_Y; 
output [15:0] GYRO_Z; 
always@(posedge clk or negedge rst_n)  
if(!rst_n)   
    cnt_10ms <= 20'd0;  
else  
    cnt_10ms <= cnt_10ms+1'b1;  
always@(posedge clk or negedge rst_n)  
begin  
    if(!rst_n)   
        cnt_sum <= 0;  
    else if(cnt_sum ==9'd499)  
        cnt_sum <= 0;  
    else  
        cnt_sum <= cnt_sum+1'b1;  
end  
always@(posedge clk or negedge rst_n)  
begin  
    if(!rst_n)  
        cnt <= 3'd5;  
    else   
        begin  
            case(cnt_sum)  
            9'd124: cnt<=3'd1; 
            9'd249: cnt<=3'd2; 
            9'd374: cnt<=3'd3; 
            9'd499: cnt<=3'd0; 
            default: cnt<=3'd5;  
            endcase  
        end  
end  
always@(posedge clk or negedge rst_n)  
begin  
    if(!rst_n)  
        scl_r <= 1'b0;  
    else if(cnt==3'd0)  
        scl_r <= 1'b1;  
    else if(cnt==3'd2)  
        scl_r <= 1'b0;  
end  
assign scl = scl_r; 
parameter IDLE = 4'd0;  
parameter START1 = 4'd1;   
parameter ADD1 = 4'd2;  
parameter ACK1 = 4'd3;  
parameter ADD2 = 4'd4;  
parameter ACK2 = 4'd5;  
parameter START2 = 4'd6;  
parameter ADD3 =4'd7;  
parameter ACK3 = 4'd8;  
parameter DATA = 4'd9;  
parameter ACK4 = 4'd10;  
parameter STOP1 = 4'd11;  
parameter STOP2 = 4'd12;  
parameter ADD_EXT = 4'd13;  
parameter ACK_EXT = 4'd14;  
reg [3:0]state; 
reg sda_r; 
reg sda_link; 
reg [3:0]num;  
reg [7:0]db_r;  
reg [7:0]ACC_XH_READ; 
reg [7:0]ACC_XL_READ; 
reg [7:0]ACC_YH_READ; 
reg [7:0]ACC_YL_READ; 
reg [7:0]ACC_ZH_READ; 
reg [7:0]ACC_ZL_READ; 
reg [7:0]GYRO_XH_READ; 
reg [7:0]GYRO_XL_READ; 
reg [7:0]GYRO_YH_READ; 
reg [7:0]GYRO_YL_READ; 
reg [7:0]GYRO_ZH_READ; 
reg [7:0]GYRO_ZL_READ; 
reg [4:0]times; 
always@(posedge clk or negedge rst_n)  
begin  
    if(!rst_n)  
    begin  
        state <= IDLE;  
        sda_r <= 1'b1; 
        sda_link <= 1'b0; 
        num <= 4'd0;  
        ACC_XH_READ <= 8'h00;  
        ACC_XL_READ <= 8'h00;  
        ACC_YH_READ <= 8'h00;  
        ACC_YL_READ <= 8'h00;  
        ACC_ZH_READ <= 8'h00;  
        ACC_ZL_READ <= 8'h00;  
        GYRO_XH_READ <= 8'h00;  
        GYRO_XL_READ <= 8'h00;  
        GYRO_YH_READ <= 8'h00;  
        GYRO_YL_READ <= 8'h00;  
        GYRO_ZH_READ <= 8'h00;  
        GYRO_ZL_READ <= 8'h00;  
        times <= 5'b0;  
    end  
    else  
        case(state)  
        IDLE: begin  
                    times <= times+1'b1;  
                    sda_link <= 1'b1; 
                    sda_r <= 1'b1; 
                    db_r <= 8'hD0; 
                    state = START1;  
                end  
       START1:begin 
                    if((cnt==3'd1)) 
                    begin  
                        sda_link <= 1'b1; 
                        sda_r <= 1'b0; 
                        state <= ADD1;  
                        num <= 4'd0;  
                    end  
                    else  
                        state <= START1;  
                end  
        ADD1: begin 
                    if((cnt==3'd3)) 
                    begin  
                        if(num == 4'd8) 
                        begin  
                            num <= 4'd0; 
                            sda_r <= 1'b1;  
                            sda_link <= 1'b0; 
                            state <= ACK1;  
                        end  
                        else  
                        begin  
                            state <= ADD1;  
                            num <= num+1'b1;  
                            sda_r <= db_r[4'd7-num]; 
                        end  
                    end  
                    else  
                        state <= ADD1;  
                end  
        ACK1: begin 
                    if((cnt==3'd2))  
                    begin  
                        state <= ADD2;  
                        case(times) 
                            5'd1: db_r <= 8'h6B;  
                            5'd2: db_r <= 8'h19;  
                            5'd3: db_r <= 8'h1A;  
                            5'd4: db_r <= 8'h1B;  
                            5'd5: db_r <= 8'h1C;  
                            5'd6: db_r <= 8'h3B;  
                            5'd7: db_r <= 8'h3C;  
                            5'd8: db_r <= 8'h3D;  
                            5'd9: db_r <= 8'h3E;  
                            5'd10: db_r <= 8'h3F;  
                            5'd11: db_r <= 8'h40;  
                            5'd12: db_r <= 8'h43;  
                            5'd13: db_r <= 8'h44;  
                            5'd14: db_r <= 8'h45;  
                            5'd15: db_r <= 8'h46;  
                            5'd16: db_r <= 8'h47;  
                            5'd17: db_r <= 8'h48;  
                            default: begin  
                                db_r <= 8'h6B;  
                                times <= 5'd1;  
                            end  
                        endcase  
                    end  
                    else  
                        state <= ACK1; 
                end  
        ADD2: begin  
                    if((cnt==3'd3)) 
                    begin  
                        if(num == 4'd8)  
                        begin  
                            num <= 4'd0;  
                            sda_r <= 1'b1;  
                            sda_link <= 1'b0;  
                            state <= ACK2;  
                        end  
                        else  
                        begin  
                            sda_link <= 1'b1;  
                            state <= ADD2;  
                            num <= num+1'b1;  
                            sda_r <= db_r[4'd7-num]; 
                        end  
                    end  
                    else  
                        state <= ADD2;  
                end  
        ACK2: begin 
                    if((cnt==3'd2))  
                    begin  
                        case(times) 
                            3'd1: db_r <= 8'h00;  
                            3'd2: db_r <= 8'h07;  
                            3'd3: db_r <= 8'h06;  
                            3'd4: db_r <= 8'h18;  
                            3'd5: db_r <= 8'h01;  
                            3'd6: db_r <= 8'hD1;  
                            default: db_r <= 8'hD1;  
                        endcase  
                        if(times >= 5'd6)  
                            state <= START2;  
                        else  
                            state <= ADD_EXT;  
                    end  
                    else  
                        state <= ACK2; 
                end  
        ADD_EXT:begin 
                    if((cnt==3'd3))  
                    begin  
                        if(num == 4'd8)  
                        begin  
                            num <= 4'd0;  
                            sda_r <= 1'b1;  
                            sda_link <= 1'b0; 
                            state <= ACK_EXT;  
                        end  
                        else  
                        begin  
                            sda_link <= 1'b1;  
                            state <= ADD_EXT;  
                            num <= num+1'b1;  
                            sda_r <= db_r[4'd7-num]; 
                        end  
                    end  
                    else  
                        state <= ADD_EXT;  
                end  
        ACK_EXT:begin  
                    if((cnt==3'd2))  
                    begin  
                        sda_r <= 1'b1; 
                        state <= STOP1;  
                    end  
                    else  
                        state <= ACK_EXT; 
                end  
        START2:begin  
                    if((cnt==3'd3)) 
                    begin  
                        sda_link <= 1'b1; 
                        sda_r <= 1'b1; 
                        state <= START2;  
                    end  
                    else if((cnt==3'd1)) 
                    begin  
                        sda_r <= 1'b0; 
                        state <= ADD3;  
                    end  
                    else   
                        state <= START2;  
                end  
        ADD3: begin  
                    if((cnt==3'd3)) 
                    begin  
                        if(num == 4'd8)  
                        begin  
                            num <= 4'd0;  
                            sda_r <= 1'b1; 
                            sda_link <= 1'b0; 
                            state <= ACK3;  
                        end  
                        else  
                        begin  
                            num <= num+1'b1;  
                            sda_r <= db_r[4'd7-num]; 
                            state <= ADD3;  
                        end  
                    end  
                    else state <= ADD3;  
                end  
        ACK3: begin  
                    if((cnt==3'd2))  
                    begin  
                        state <= DATA;  
                        sda_link <= 1'b0; 
                    end  
                    else  
                        state <= ACK3; 
                end  
        DATA: begin  
                    if(num <= 4'd7)  
                    begin  
                        state <= DATA;  
                        if((cnt==3'd1))  
                        begin  
                            num <= num+1'b1;  
                            case(times)  
                                5'd6: ACC_XH_READ[4'd7-num] <= sda;  
                                5'd7: ACC_XL_READ[4'd7-num] <= sda;  
                                5'd8: ACC_YH_READ[4'd7-num] <= sda;  
                                5'd9: ACC_YL_READ[4'd7-num] <= sda;  
                                5'd10: ACC_ZH_READ[4'd7-num] <= sda;  
                                5'd11: ACC_ZL_READ[4'd7-num] <= sda;  
                                5'd12: GYRO_XH_READ[4'd7-num] <= sda;  
                                5'd13: GYRO_XL_READ[4'd7-num] <= sda;  
                                5'd14: GYRO_YH_READ[4'd7-num] <= sda;  
                                5'd15: GYRO_YL_READ[4'd7-num] <= sda;  
                                5'd16: GYRO_ZH_READ[4'd7-num] <= sda;  
                                5'd17: GYRO_ZL_READ[4'd7-num] <= sda;  
                                default: ; 
                            endcase  
                        end  
                    end  
                    else if(((cnt==3'd3))&&(num == 4'd8))  
                    begin  
                        sda_link <= 1'b1; 
                        num <= 4'd0; 
                        state <= ACK4;  
                    end  
                    else  
                        state <= DATA;  
                end  
        ACK4: begin  
                    if(times == 5'd17)  
                        times <= 5'd0;  
                    if((cnt==3'd2))  
                    begin  
                        sda_r <= 1'b1; 
                        state <= STOP1;  
                    end  
                    else  
                        state <= ACK4; 
                end  
        STOP1:begin  
                    if((cnt==3'd3)) 
                    begin  
                        sda_link <= 1'b1; 
                        sda_r <= 1'b0; 
                        state <= STOP1;  
                    end  
                    else if((cnt==3'd1)) 
                    begin  
                        sda_r <= 1'b1; 
                        state <= STOP2;  
                    end  
                    else  
                        state <= STOP1;  
                end  
        STOP2:begin  
                    if((cnt==3'd3))  
                    sda_r <= 1'b1;  
                    else if(cnt_10ms == 20'hffff0) 
                        state <= IDLE;  
                    else  
                        state <= STOP2;  
                end  
        default:state <= IDLE;  
        endcase  
end  
assign sda = sda_link?sda_r:1'bz;  
assign ACC_X = {ACC_XH_READ,ACC_XL_READ};
assign ACC_Y = {ACC_YH_READ,ACC_YL_READ};
assign ACC_Z = {ACC_ZH_READ,ACC_ZL_READ};
assign GYRO_X = {GYRO_XH_READ,GYRO_XL_READ};
assign GYRO_Y = {GYRO_YH_READ,GYRO_YL_READ};
assign GYRO_Z = {GYRO_ZH_READ,GYRO_ZL_READ};
endmodule  
==> results.py <==
# Auto-generated metrics
metrics = {
    "status": {
        "error": "[error] [KeplerFormal.cpp:679] Workflow failed: Iso has multiple drivers: .sda0, sda$_DFFE_PN1P_.Q0",
        "status": "aborted with a tool error",
        "failed_stage": "4_1_cts",
    },
    "clocking": {
        "cts_buffers": 17,
        "cts_setup_buffers": 0,
        "ctsHoldBuffers": 0,
        "cts.path.max_buffers": 2,
        "cts_sinks": 163,
        "htreeDepth": 4,
        "cts_resized": 0,
        "root_buffer": "clkbuf_16",
    },
    "placed_design": {
        "pre_cts_slack_ns": 1.89,
        "hpwlAfterDp_um": 13600,
        "place_congestion": 0.884,
        "port_buffers": 98,
    },
    "floorplan": {
        "num_io_pins": 100,
        "die_w_um": 162,
        "dieHeight_um": 162,
        "placementRows": 58,
        "fp_util": 0.306,
    },
    "logic_synthesis": {
        "top_area_cell": "dfrtp_1",
        "ys_seq_frac": 0.535,
        "synth-main-ff-cell": "dfrtp_1",
        "simple_gate_share": 0.162,
        "synth_warnings": 2,
        "async_flop_share": 0.951,
        "top_cell_area_share": 0.497,
        "xor_area_frac": 0.0273,
        "netlist_area_um2": 7710,
        "mux_share": 0.0448,
        "syn_area_per_cell_um2": 10.2,
        "ys_top_logic_family": "AND-OR/OR-AND gates",
        "yosys_area_um2": 7710,
        "synth-seq-cells": 163,
        "topCellsByArea": "dfrtp_1, o21ai_0, a22o_1, nand2_1, mux2_2",
        "edf_count": 8,
        "aoi_share": 0.169,
        "fa_ha_area_frac": 0.0244,
        "ys_cells": 759,
        "syn_inst": 759,
        "synth_cell_type_count": 65,
    },
}
==> synthesized netlist by cell type, drive strengths merged, types with 3 or more instances <==
master,instances
edfxtp,8
o31ai,7
nor4,10
nor3,13
dfrtp,153
xnor2,18
or3,4
nand3,26
o31a,3
and2,7
a21oi,12
inv,24
nand3b,4
a21boi,3
a22o,41
nand2,92
buf,11
xor2,6
nor2,58
a31oi,4
mux2,24
o22ai,8
ha,15
nand2b,12
or3b,4
mux2i,3
nand4,3
clkbuf,37
and3,6
or4,3
nor2b,6
o21ai,98
==> through the flow <==
stage                      util  hold WS, ns  std cells  instance area [µm²]  power [mW]
after floorplan               -        0.404        759                 7710        1.48
after global placement    0.356        0.410       1145                 8960        1.51
after detailed placement  0.356        0.417       1145                 8960        1.51
==> kinds of logic after synthesis <==
group                    after synthesis
buffers and inverters                 73
flip-flops                           163
AND/OR/NAND/NOR                      257
adder cells (fa/ha/maj)               15
XOR/XNOR                              24
multiplexers                          29
AND-OR/OR-AND                        198
No activity file was given, so power comes from the tool's default toggle rates.
